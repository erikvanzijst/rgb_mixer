==> flow/design.v <==
`default_nettype none
`timescale 1ns/1ns
module debounce (
    input wire clk,
    input wire reset,
    input wire button,
    output reg debounced
    );
    parameter WIDTH = 8;
    localparam fully_on = 2 ** WIDTH - 1;
    reg [WIDTH-1:0] measurements;
    wire enable = (measurements == fully_on || measurements == 0);
    always @(posedge clk) begin
        if (reset) begin
            measurements <= 0;
            debounced <= 1'b0;
        end else begin
            measurements <= (measurements << 1) | button;
            if (enable) begin
                debounced <= (measurements == fully_on) ? 1'b1 : 1'b0;
            end
        end
    end
endmodule
`default_nettype none
`timescale 1ns/1ns
module encoder (
    input clk,
    input reset,
    input a,
    input b,
    output reg [7:0] value
    );
    reg oldA;
    reg oldB;
    always @(posedge clk) begin
        if (reset) begin
            value <= 0;
            oldA <= 0;
            oldB <= 0;
        end else begin
            oldA <= a;
            oldB <= b;
            case ({a, oldA, b, oldB})
                4'b1000,
                4'b0111:
                    value <= value + 1'b1;
                4'b0010,
                4'b1101:
                    value <= value - 1'b1;
                default:
                    value <= value;
            endcase
        end
    end
endmodule
`default_nettype none
`timescale 1ns/1ns
module pwm
    #(parameter WIDTH = 8)
    (
        input wire clk,
        input wire reset,
        output wire out,
        input wire [7:0] level
    );
    parameter INVERT = 0;
    reg [WIDTH-1:0] counter;
    wire duty = counter < level;
    assign out = INVERT ? !duty : duty;
    always @(posedge clk) begin
        if (reset) begin
            counter <= 1'b0;
        end else begin
            counter <= counter + 1'b1;
        end
    end
endmodule
`default_nettype none
`timescale 1ns/1ns
module rgb_mixer (
    input clk,
    input reset,
    input enc0_a,
    input enc0_b,
    input enc1_a,
    input enc1_b,
    input enc2_a,
    input enc2_b,
    output pwm0_out,
    output pwm1_out,
    output pwm2_out
    );
    wire [7:0] enc0;
    wire [7:0] enc1;
    wire [7:0] enc2;
    wire deb0_a, deb0_b;
    wire deb1_a, deb1_b;
    wire deb2_a, deb2_b;
    debounce debounce0_a(.clk(clk), .reset(reset), .button(enc0_a), .debounced(deb0_a));
    debounce debounce0_b(.clk(clk), .reset(reset), .button(enc0_b), .debounced(deb0_b));
    encoder encoder0(.clk(clk), .reset(reset), .a(deb0_a), .b(deb0_b), .value(enc0));
    pwm #(.WIDTH(8)) pwm0(.clk(clk), .reset(reset), .out(pwm0_out), .level(enc0));
    debounce debounce1_a(.clk(clk), .reset(reset), .button(enc1_a), .debounced(deb1_a));
    debounce debounce1_b(.clk(clk), .reset(reset), .button(enc1_b), .debounced(deb1_b));
    encoder encoder1(.clk(clk), .reset(reset), .a(deb1_a), .b(deb1_b), .value(enc1));
    pwm #(.WIDTH(8)) pwm1(.clk(clk), .reset(reset), .out(pwm1_out), .level(enc1));
    debounce debounce2_a(.clk(clk), .reset(reset), .button(enc2_a), .debounced(deb2_a));
    debounce debounce2_b(.clk(clk), .reset(reset), .button(enc2_b), .debounced(deb2_b));
    encoder encoder2(.clk(clk), .reset(reset), .a(deb2_a), .b(deb2_b), .value(enc2));
    pwm #(.WIDTH(8)) pwm2(.clk(clk), .reset(reset), .out(pwm2_out), .level(enc2));
endmodule
==> flow/run.sh <==
#!/bin/bash
# OpenROAD 26Q1-2900-gdf79404cd8, Yosys 0.63+post, stock flow scripts
make -C /OpenROAD-flow-scripts/flow DESIGN_CONFIG=/design/flow/config.mk WORK_HOME=/design/flow/orfs finish
==> flow/config.mk <==
export PLATFORM = sky130hd
export DESIGN_NAME = rgb_mixer
export DESIGN_NICKNAME = rgb_mixer
export VERILOG_FILES = /design/flow/design.v
export SDC_FILE = /design/flow/constraint.sdc
export NUM_CORES = 4
export LEC_CHECK = 1
export CORE_UTILIZATION = 30
==> flow/constraint.sdc <==
current_design rgb_mixer

set clk_period 4.1
set clk_io_pct 0.2

create_clock -name clk0 -period $clk_period [get_ports {clk}]

set non_clock_inputs [all_inputs -no_clocks]
set_input_delay [expr $clk_period * $clk_io_pct] -clock clk0 $non_clock_inputs
set_output_delay [expr $clk_period * $clk_io_pct] -clock clk0 [all_outputs]
==> flow_summary_export.csv <==
group,metric,value,unit
status,status,"complete, no violations",
yosys,top_cells_by_area,"dfxtp_1 43%, ha_1 10%, nor2b_1 6.5%, xor2_1 3.3%, nor2_1 3.2%",
worst_setup_path,critical-path-top-delay-family,"AND-OR/OR-AND gates",
yosys,top_area_cell,"dfxtp_1",
clocking,htreeDepth,3,
drt,postRouteAntennaNets,0,
die,die.size.y,132,um
final_timing,worst_pin_slew,0.679,ns
final_timing,fin_setup_tns,0,ns
job,warnings,25,
final_timing,setup_viol,0,
clocking,cts_made_buffers,9,
yosys,numSynthFlops,108,
clocking,cts_root_buf,"clkbuf_16",
placed_design,port_buffers,10,
job,cap_violations,0,
clocking,clock-sinks,108,
worst_setup_path,rrSetupSlack,1.34,ns
worst_setup_path,crit_arrival,2.17,ns
yosys,ff_type,"dfxtp_1",
worst_setup_path,worstPathRequired,3.28,ns
min_path,whs_path_depth,2,
worst_setup_path,setup.worst_path.end_class,"primary output",
final_timing,fmax,335,MHz
final_timing,finalCriticalPeriod,2.99,ns
yosys,postSynthCellCount,543,
global_route,grt_max_degree,72,
clocking,clk-insertion-delay-late,0.35,ns
die,ioPinCount,11,
die,core_area,16500,sq um
die,die_area,17300,sq um
worst_setup_path,rr_startpoint,"debounce1_a.debounced$_SDFFE_PP0P_",
global_route,grt_pass1_wl,14600,um
min_path,hold_path_class,"register to register",
yosys,synth_warnings,3,
global_route,grt_pass1_vias,3320,
worst_setup_path,r2r-end,"encoder1.value[7]$_SDFFE_PP0P_",
drt,drc,0,
yosys,aoi_share,0.121,
drt,antennaDiodeCount,0,
yosys,simple_gate_share,0.224,
global_route,grt_overflow,0,
yosys,yosys.cell_types.count,51,
yosys,top_cell_area_share,0.429,
yosys,ys_chip_area,5040,sq um
yosys,ys_cells,543,
clocking,path_clk_slew,0.07,ns
worst_setup_path,crit_slowest_cell,"clkdlybuf4s50_1",
worst_setup_path,criticalPathCategory,"register to primary output",
clocking,cts_tree,"yes",
layout,comb_area,2700,sq um
yosys,topCombFamilyByArea,"simple AND/OR/NAND/NOR gates",
final_timing,rsz0062_at_grt,"false",
layout,nFillCells,1654,
die,fp_util,0.306,
yosys,top_cells_by_count,"108 x dfxtp_1, 52 x nor2b_1, 43 x nor2_1",
yosys,edf_count,0,
worst_setup_path,cp-startpoint,"encoder1.value[1]$_SDFFE_PP0P_",
layout,synthToLayoutAreaGrowth,12.1,%
die,die_x,132,um
final_timing,slew_violations,0,
drt,vias,3484,
clocking,cts_hold_buffers,0,
final_timing,finalClockSkew,0.00519,ns
yosys,syn_avg_cell_area,9.27,sq um
drt,dr.pass1.iters,4,
worst_setup_path,reg2reg_depth,8,
die,row_count,47,
yosys,ys_seq_frac,0.429,
yosys,async_flop_share,0,
power_and_ir_drop,power.density,354,nW/um^2
final_timing,maxSlewHeadroom,0.547,
drt,wl_per_cell,10.5,um
power_and_ir_drop,ir_drop,206,uV
layout,regArea,2160,sq um
layout,drive_gt1_frac,0.0629,
min_path,hold_end,"debounce1_b.debounced$_SDFFE_PP0P_",
global_route,grtUsageTotal,0.101,
layout,finish.utilization,0.343,
yosys,ys_sh_adder,0.116,
final_timing,hold_viol,0,
global_route,antenna_found_initial,0,
final_timing,min_period_over_period,0.729,
drt,initialDrtViolationCount,168,
worst_setup_path,cp-start-kind,"register",
clocking,cts-resized-gates,0,
placed_design,gp_congestion,0.850,
worst_setup_path,critPathMaxFanout,4,
placed_design,place_hpwl,5510,um
yosys,ys_sh_xor,0.0591,
clocking,clk_path_buf_depth,2,
yosys,mux_share,0.0149,
worst_setup_path,path_buffers,2,
power_and_ir_drop,p_leak,2.33,nW
worst_setup_path,crit_top_cell,"a21o_1",
yosys,yosysMostFrequentCell,"dfxtp_1",
drt,drt_wl_total,8110,um
clocking,postCtsSetupRepairBufs,0,
worst_setup_path,slowest_delay,0.45,ns
worst_setup_path,cp_cell_sequence,"inv_1 -> ha_1 -> a21o_1 -> a21o_1 -> a21oi_1 -> o21a_1 -> clkdlybuf4s50_1",
yosys,syn_area,5040,sq um
drt,avgViaCountPerCell,4.49,
min_path,hp-start,"debounce1_b.measurements[5]$_SDFF_PP0_",
==> metal layers <==
layer,vias to the layer above,share of wire,GRT usage
met2,36,0.40,0.151
met3,11,0.036,0.0272
met1,1553,0.55,0.151
met4,0,0.015,0.0116
met5,-,0,0
li1,1884,-,-
==> report_power, final <==
group          leakage (nW)  internal [W]  switching, W
combinational          1.31     0.0000437     0.0000351
sequential            0.875       0.00106     0.0000139
clock                 0.147      0.000429      0.000411
total                  2.33       0.00154      0.000460
==> sequential cells by signal, indices dropped and copies added (netlist names), 8 cells and up <==
signal,count
debounce0_b.measurements,8
debounce1_a.measurements,8
debounce1_b.measurements,8
pwm0.counter,8
encoder1.value,8
encoder0.value,8
pwm1.counter,8
encoder2.value,8
debounce2_a.measurements,8
debounce0_a.measurements,8
debounce2_b.measurements,8
pwm2.counter,8
==> cell families after synthesis <==
kind of cell               Yosys count
muxes                                6
buffers and inverters               43
DFF                                108
and+or+nand+nor                    215
adders and majority gates           45
xor gates and xnor gates            34
AOI/OAI and AO/OA                   92
==> per-stage QoR <==
stage / hold WS, ns / setup slack, ns / total power (W) / instance area (sq um) / instances
floorplan: 0.417 / 1.53 / 0.00115 / 5040 / 543
global placement: 0.433 / 1.41 / 0.00118 / 5350 / 760
detailed placement: 0.440 / 1.36 / 0.00118 / 5350 / 760
CTS: 0.459 / 1.07 / 0.00203 / 5650 / 776
global route: 0.477 / 0.964 / 0.00208 / 5650 / 776
finish: 0.452 / 1.11 / 0.00200 / 5650 / 776
==> layout by cell type, fill, tap and decap left out, types with 7 or more instances in the layout <==
cell / netlist / routed
dfxtp_1: 108 / 108
nor2b_1: 52 / 52
nor2_1: 43 / 43
ha_1: 42 / 42
nand2_1: 39 / 39
a21oi_1: 32 / 32
inv_1: 29 / 29
nand3_1: 21 / 21
xor2_1: 19 / 19
a21o_1: 16 / 16
xnor2_1: 15 / 15
o21ai_0: 15 / 15
nand2b_1: 13 / 13
nand4_1: 9 / 9
clkbuf_16: 0 / 9
clkdlybuf4s50_1: 0 / 9
nor3_1: 7 / 7
==> worst min-delay path: stages (launching register included) <==
cell	delay, ns
dfxtp_1	0.33
nand2_1	0.04
o21ai_0	0.05
==> how the worst max path moves through the flow <==
| stage | end | slack [ns] | cells past startpoint |
|---|---|---|---|
| final | pwm1_out | 1.11 | 7 |
| after global routing | pwm2_out | 0.96 | 7 |
| after CTS | pwm1_out | 1.07 | 7 |
==> layout make-up <==
cell class | instances | area share
Tap cell | 220 | 0.0487
Sequential cell | 108 | 0.383
Timing Repair Buffer | 11 | 0.0186
Clock buffer | 9 | 0.0399
Multi-Input combinational cell | 392 | 0.478
Inverter | 29 | 0.0193
Clock inverter | 7 | 0.0124
Power figures rest on the tool's default switching activity, not on a simulated workload.
